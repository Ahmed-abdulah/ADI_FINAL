## design/flow/run.sh

```bash
#!/bin/bash
# OpenROAD 26Q1-2900-gdf79404cd8, Yosys 0.63+post, stock flow scripts
make -C /OpenROAD-flow-scripts/flow DESIGN_CONFIG=/design/flow/config.mk WORK_HOME=/design/flow/orfs finish
```

## design/flow/config.mk

```make
export PLATFORM = sky130hd
export DESIGN_NAME = VECTORING_CORDIC_block
export DESIGN_NICKNAME = VECTORING_CORDIC_block
export VERILOG_FILES = /design/flow/design.v
export SDC_FILE = /design/flow/constraint.sdc
export NUM_CORES = 4
export LEC_CHECK = 1
export CORE_UTILIZATION = 30
```

## design/flow/constraint.sdc

```tcl
current_design VECTORING_CORDIC_block

set clk_period 1.0
set clk_io_pct 0.2

create_clock -name clk0 -period $clk_period [get_ports {clk}]

set non_clock_inputs [all_inputs -no_clocks]
set_input_delay [expr $clk_period * $clk_io_pct] -clock clk0 $non_clock_inputs
set_output_delay [expr $clk_period * $clk_io_pct] -clock clk0 [all_outputs]
```

## design/flow/design.v

```verilog
module VECTORING_CORDIC #(parameter I = 2 , WIDTH = 16) (
    input wire               clk,
    input wire               rst,
    input wire signed  [WIDTH-1:0] theta_0,
    input wire signed  [WIDTH-1:0] atan,
    input wire signed [WIDTH-1:0]  X0,  
    input wire signed [WIDTH-1:0]  Y0,  
    output reg signed [WIDTH-1:0] X_N,  
    output reg signed [WIDTH-1:0] Y_N ,  
    output reg signed [WIDTH-1:0] THETA_N
);
reg a;
always @(*) begin
    a = Y0[WIDTH-1]; 
end
always @(posedge clk or negedge rst) begin
    if (!rst) begin
        X_N <= 0;
        Y_N <= 0;
    end else begin
        if (a == 1'b1) begin
            X_N <= (X0 - (Y0 >>> I)) ; 
            Y_N <= (Y0 + (X0 >>> I)) ; 
        end else begin
            X_N <= (X0 + (Y0 >>> I)) ; 
            Y_N <= (Y0 - (X0 >>> I)) ; 
        end
    end
end
always @ (posedge clk , negedge rst)
begin
    if(!rst)
    begin
        THETA_N<='b0;
    end
    else begin
        if (a == 1'b1) begin
            THETA_N<=theta_0 - atan;
        end else begin
            THETA_N<=theta_0 + atan;
        end
    end
end
endmodule
module VECTORING_CORDIC_block #(parameter NUM_STAGES=1 , WIDTH=16)(
input wire       clk,
input wire       rst,
input wire signed [WIDTH-1:0] X_in,
input wire signed [WIDTH-1:0] Y_in,
input wire signed [WIDTH-1:0] THETA_IN,
output reg signed [WIDTH-1:0] X_out,
output reg signed [WIDTH-1:0] Y_out ,
output reg signed [WIDTH-1:0] THETA_out
    );
wire [WIDTH-1:0] atan_value [0: 15];
assign atan_value[0]  = 16'b00000_1100_1001_101;  
assign atan_value[1]  = 16'b00000_0111_0111_101;  
assign atan_value[2]  = 16'b00000_0011_1110_101;  
assign atan_value[3]  = 16'b00000_0010_0001_000;  
assign atan_value[4]  = 16'b00000_0001_0000_010;  
assign atan_value[5]  = 16'b00000_0000_1000_001;  
assign atan_value[6]  = 16'b00000_0000_0100_000;  
assign atan_value[7]  = 16'b00000_0000_0010_000;  
assign atan_value[8]  = 16'b00000_0000_0001_000;  
assign atan_value[9]  = 16'b00000_0000_0000_100;  
assign atan_value[10] = 16'b00000_0000_0000_010;  
assign atan_value[11] = 16'b00000_0000_0000_001;  
assign atan_value[12] = 16'b00000_0000_0000_000;  
assign atan_value[13] = 16'b00000_0000_0000_000;  
assign atan_value[14] = 16'b00000_0000_0000_000;  
assign atan_value[15] = 16'b00000_0000_0000_000;  
genvar i;
wire signed [WIDTH-1:0] theta_wire [0:NUM_STAGES];
wire signed [WIDTH-1:0] X_wire     [0:NUM_STAGES];
wire signed [WIDTH-1:0] Y_wire     [0:NUM_STAGES];
 assign X_wire[0] = X_in;
 assign Y_wire[0] = Y_in;
 assign theta_wire[0] = THETA_IN;
generate
    for (i =0 ; i < NUM_STAGES ;i=i+1 ) begin
         VECTORING_CORDIC #(.I(i) , .WIDTH (WIDTH)) u_cordic (
                .clk(clk),
                .rst(rst),
                .X0(X_wire[i]),  
                .Y0(Y_wire[i]),  
                .X_N(X_wire[i+1]), 
                .Y_N(Y_wire[i+1]),
                .atan(atan_value[i]),
                .theta_0(theta_wire[i]),
                .THETA_N(theta_wire[i+1])
            );
    end
endgenerate
always @(posedge clk , negedge rst) begin
    if (!rst) begin
        X_out<='b0;
        Y_out<='b0;
        THETA_out<='b0;
    end
    else begin
        X_out<=X_wire[NUM_STAGES]>>>11;
        Y_out<= Y_wire[NUM_STAGES]>>>11;
        THETA_out<=theta_wire[NUM_STAGES];
    end
end
endmodule
```

==> run summary <==
Implementation progress

The placement-stage cell area stands at ~0.0055 mm2. OpenROAD emitted warnings numbering 58. The cell internal power dissipation stands at 5.65 mW. The script computed a power per unit cell area of 1200 mW/mm2. The via count of the first global-routing pass stands at 3213.

Per the synth stats, the proportion of register bits with asynchronous set or reset is 1.00. Data arrives at the worst endpoint at 2.01 ns. The fraction of met3 tracks used by global routing stands at 0.0138.

Counting endpoints that fail hold in the final report gives 52. The number of cells in the yosys synthesis report stands at ~360. Leaving out fill and tap cells, the most frequent cells in the layout are 97 x buf_4, 53 x buf_6, 50 x dfrtp_1. Entering global routing, the biggest net connects 53 pins. The number of diodes added for antenna fixing stands at 0. Per the GRT congestion report, total overflow comes to 0. The highest clock rate stands at 542 MHz.

The power report puts the net switching power at 2.08 mW. STA classifies the critical path endpoint as a flip-flop. The report shows a maximum critical-path fanout of 4.

Clock tree synthesis selected as its root buffer the cell clkbuf_16. 98 I/O pins were placed. For this run, the register share of the synthesized area comes to 0.356. The fraction of post-synthesis cell area in the top cell type by area stands at 0.356. In the global route stage, overall resource usage came out at 0.146. Setup repair after global routing could not meet its margin everywhere. Sorting the Yosys area breakdown by cell type puts at the top dfrtp_1.

The insertion delay of the later-clocked pin in the worst-skew pair stands at 0.28 ns. The largest incremental delay on the critical path stands at slightly below 0.6 ns. According to the floorplan report, the die width is 112 um. At the pin with the least slew margin, the transition time is roughly 0.4 ns.

The clock period minus worst slack stands at 1.85 ns. Per the STA report, the cell with the highest stage delay on the worst path is or4_4. For the final database, setup skew stands at 0.00199 ns.

The tally of unique sky130hd cells used after synthesis stands at 60. The path class of the tightest hold or removal check is primary input to asynchronous set/reset pin. The power report attributes to the clock group a share of 0.239. TritonCTS built the clock tree. The worst setup timing slack at the placement stage stands at -1.67 ns. The number of placed instances, taps included stands at 664. By area the synthesized netlist is led by dfrtp_1 36%, ha_1 19%, buf_4 4.5%, inv_1 4.3%, xnor2_1 4.3%. Counting flops and latches in the post-synthesis netlist gives around 52. After floorplanning, the die was sized to cover 0.0126 mm2. Detailed-route iteration 0 reported a violation count of about 150. The final estimated routing congestion in global placement stands at 0.891.

The routed wire length stands at 9160 um. The total power stands at 7.73 mW. At the end of the flow the core is filled with cells to 0.555. The CTS clock-pin slew for the worst setup and hold paths stands at around 0.06 ns.

The vertical extent of the die stands at 112 um. The final reports fail on hold timing, setup timing. The share of final-layout standard cells stronger than drive strength 1 stands at 0.560.

Counting pins that exceed their max-slew limit in the final report gives 0. In this run the number of H-tree levels came out at 2. The post-route clock period utilization stands at 1.85. The port buffer count stands at 97. The area of all placed cells without fillers stands at between 0.006 and 0.007 mm2. The number of nets still failing antenna checks after routing stands at 0. TritonRoute output was used to compute an average wire per cell of between 10 and 15 um. The area of the mapped netlist stands at 0.00365 mm2. Once routing completed, OpenROAD measured the worst setup slack at -0.846 ns. The layout-stage area growth over the synthesis result stands at 76.5%. The share of total power in sequential cells stands at 0.343. The met2 usage stands at 0.240. The critical path goes through buf_8 > ha_4 > or4_4 > nor2_4 > a221oi_4 > o21a_1 > a311oi_2 > xnor2_1. The count of library flops with an enable pin stands at 0. The max-slew headroom at the worst pin stands at 0.739.

The via count normalized by instance count stands at ~4.7. The number of search-and-repair iterations in the first detailed-routing pass stands at 17. At the floorplan stage, the core utilization is reported as 0.314. The power share of the combinational group stands at 0.418.

In the setup report, the worst path falls into the class primary input to flip-flop. The worst-case register-to-register setup slack stands at 0.53 ns. Among logic cells in the layout, the one with the most instances is buf_4. Summed over all nets, the half-perimeter wirelength after detailed placement is 6620 um. Post-synth the commonest register cell is dfrtp_1. After detailed routing, the number of remaining DRC violations is 0. According to the CTS report, the clock sink count is around 52. In the final layout, the fill cell count is 944.

STA puts the critical path data required time at 1.17 ns. Yosys printed 2 warnings. The count of max-cap constraint violations stands at 0. According to the floorplan log, the row count is 39. The area reported by Yosys stat stands at 0.00365 mm2.

Counting the buffers created by CTS gives 5. The via count of the routed design stands at around 3300. The script extracted a total leakage power of 3.01 nW.

Global route summary, busiest routing layer listed as met2. The number of antenna violations at the first check in global routing came to 0. The global routing report lists met1 layer usage as 0.220. Per the finish-stage timing summary, setup violations number between 40 and 50. The final cell count without fillers stands at 707. The tightest hold path in the finished design has a slack of -0.105 ns. The worst setup path is launched from a primary input.

The number of buffers on the longest clock path stands at 2. The flip-flop and latch area stands at 0.00130 mm2. The worst VDD IR drop from the latest analysis is between 0.0006 and 0.0007 V. The first global-routing pass estimated 15000 um of wire. The post-synthesis average cell area stands at 10.1 um2. The flow ran to the end, but the final reports show violations.

The synthesized netlist handed to floorplanning was reported with a cell count of ~360. Leaving out buffers and inverters, the combinational logic in the layout accounts for 0.00271 mm2. The switching portion of total power comes to 0.269. The placeable core area stands at 0.0116 mm2.
## power groups by stage
stage         Sequential, mW  Clock [mW]  Combinational (mW)
CTS                     2.65        1.91                2.94
global route            2.70        2.02                3.51
finish                  2.65        1.85                3.23
## metal layers
layer,share of wire,wire length [um]
met2,0.48,4430
met1,0.47,4320
met4,0,0
met3,0.044,406
met5,0,0
## state kept, by name, indices dropped and copies added (netlist names)
name / cells
genblk1.u_cordic.Y_N: 5
X_out: 5
THETA_out: 16
genblk1.u_cordic.THETA_N: 16
Y_out: 5
genblk1.u_cordic.X_N: 5
## what timing repair did
action / CTS / global route
pin swaps: 61 / 50
setup endpoints to repair: 73 / 54
cloned: 0 / 0
resized: 355 / 73
buffers inserted: 34 / 6
hold endpoints to repair: 52 / 52
## critical path: cells and delay by family
family / cells / cell delay, ns
AOI/OAI and AO/OA: 3 / 0.67
adders and majority gates: 1 / 0.25
buffers and inverters: 1 / 0.10
xor gates and xnor gates: 1 / 0.10
and+or+nand+nor: 2 / 0.70
## final timing paths
check,startpoint,endpoint,cells past startpoint
worst max register to register,genblk1[0].u_cordic.THETA_N[15]$_DFF_PN0_,THETA_out[15]$_DFF_PN0_,0
worst max-delay path,Y_in[7],genblk1[0].u_cordic.Y_N[13]$_DFF_PN0_,8
worst min register to register,genblk1[0].u_cordic.THETA_N[7]$_DFF_PN0_,THETA_out[7]$_DFF_PN0_,0
worst min-delay path,rst,Y_out[3]$_DFF_PN0_,2
min in group clk0,THETA_IN[0],genblk1[0].u_cordic.THETA_N[0]$_DFF_PN0_,3
max in group asynchronous,rst,THETA_out[15]$_DFF_PN0_,2
## metrics by stage
stage          hold WS (ns)  TNS (ns)
5_1_grt             -0.0838    -23.22
6_report             -0.105    -20.97
3_3_place_gp          0.205    -37.91
3_5_place_dp          0.209    -38.52
2_1_floorplan       -0.0956    -15.59
4_1_cts             -0.0905    -22.63
## Yosys cell counts (3+ instances only)
cell type,n
xnor2_1,18
buf_4,22
nor2_1,19
nand2b_1,3
xor2_1,5
a211oi_1,5
nand2_1,8
a21o_1,10
ha_1,56
a221oi_2,3
clkbuf_1,3
dfrtp_1,52
o21a_1,7
o21ai_0,17
o21bai_1,8
inv_1,42
a21oi_1,24
a311oi_1,3
buf_2,3
## cell type report
type                       instances  area share
tap                              143      0.0278
clock buffer                       6      0.0200
timing repair buffer             226       0.295
clock inverter                     2     0.00544
inverter                          42      0.0299
sequential                        52       0.202
multi-input combinational        236       0.420
## cell families (layout without fill, tap and decap cells)
| family | Yosys count | in the layout | synth area share |
|---|---|---|---|
| DFF | 52 | 52 | 0.356 |
| muxes | 3 | 3 | 0.00891 |
| xor gates and xnor gates | 23 | 23 | 0.0552 |
| AOI/OAI and AO/OA | 105 | 105 | 0.211 |
| buffers and inverters | 72 | 276 | 0.0997 |
| adders and majority gates | 57 | 57 | 0.197 |
| and+or+nand+nor | 48 | 48 | 0.0709 |
No activity file was given, so power comes from the tool's default toggle rates.
